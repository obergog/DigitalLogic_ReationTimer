File: flow/design.v
module BCD_counter(input clock, input start, input reset, output  reg [13:0]count);
	always@(posedge clock)
	begin
		if(reset == 1)
			count = 0;
		else if(start == 1)
			count = (count + 1) % 9999;
	end
endmodule
File: flow/run.sh
#!/bin/bash
# OpenROAD 26Q1-2900-gdf79404cd8, Yosys 0.63+post, stock flow scripts
make -C /OpenROAD-flow-scripts/flow DESIGN_CONFIG=/design/flow/config.mk WORK_HOME=/design/flow/orfs finish
File: flow/config.mk
export PLATFORM = sky130hd
export DESIGN_NAME = BCD_counter
export DESIGN_NICKNAME = BCD_counter
export VERILOG_FILES = /design/flow/design.v
export SDC_FILE = /design/flow/constraint.sdc
export NUM_CORES = 4
export LEC_CHECK = 1
export CORE_AREA = 10 10 80 80
export DIE_AREA = 0 0 90 90
File: flow/constraint.sdc
current_design BCD_counter

set clk_period 4.1
set clk_io_pct 0.2

create_clock -name clk0 -period $clk_period [get_ports {clock}]

set non_clock_inputs [all_inputs -no_clocks]
set_input_delay [expr $clk_period * $clk_io_pct] -clock clk0 $non_clock_inputs
set_output_delay [expr $clk_period * $clk_io_pct] -clock clk0 [all_outputs]
==> out/qor.yml <==
cts:
  post-cts-setup-buffers: 0
  cts_num_sinks: 14
  holdBufCountCts: 0
  htreeDepth: 1
  path_clk_slew_ns: 0.06
  ctsRootBufferMaster: "clkbuf_8"
  cts_buffers: 3
  cts_buffer_depth: 2
  clock_latency_ns: 0.25
  cts_tree: "yes"
finish:
  syn_to_final_growth_pct: 16.5
  lay_top_count: "nor2_1"
  drive_gt1_frac: 0.114
  largest_reg_flops: 14
  mostFrequentLayoutCells: "27 x nor2_1, 16 x clkdlybuf4s50_1, 14 x nand2_1, 13 x dfxtp_1, 12 x nand3_1"
  fin_area_um2: 1930
flow_run:
  maxCapViolations: 0
  warnings: 27
routing:
  vias_per_cell: 5.65
  drc: 0
  drt_wl_total_um: 4660
  antenna_cells: 0
  drtIter0Drc: 141
  vias: 1711
  wl_per_cell_um: 15.4
  ant_nets: 0
  drt_first_pass_iters: 4
timing:
  period_used_share: 0.930
  grt_setup_unrepaired: "false"
  slew-limit-headroom: 0.510
  tightestPinTransition_ns: 0.733
  finalClockSkew_ns: 0.00464
  hold_viol_final: 0
  setup_tns_ns: 0
  finalSetupViolCount: 0
  fmax_mhz: 262
  finalCriticalPeriod_ns: 3.81
  slew_viol_final: 0
yosys:
  synth-edff-count: 0
  netlist_instances: 225
  syn_area_um2: 1660
  avgSynthCellArea_um2: 7.36
  yosys_cells: 225
  yosys_most_used_dff: "dfxtp_1"
  ys_seq_share: 0.169
  yosysWarnings: 1
  async_flop_share: 0
  ys_area_um2: 1660
  ys_types: 61
  ys_ff: 14
setup_path:
  cp-end-kind: "flip-flop"
  worstSetupPathType: "reg2reg"
  setup.worst_path.start_class: "flip-flop"
  worstPathRequired_ns: 4.25
  cp_max_fo: 13
  worstPathArrival_ns: 3.96
grt:
  antenna_found_initial: 0
  grt_pass1_vias: 1489
  track_usage: 0.110
  overflow: 0
  grt_pass1_wl_um: 7710
  grt_max_degree: 21
die:
  die_h_um: 90
  fp_util: 0.350
  die-area_um2: 8100
  fp-row-count: 25
  fp.dieW_um: 90
  core_um2: 4720
  io_pins: 17
pwr:
  power_switching_share: 0.321
  combPwrFrac: 0.265
  seqPwrFrac: 0.418
  ir_worst_vdd_uv: 80.1
  p_sw_mw: 0.120
  p_clk_frac: 0.317
  intPower_mw: 0.253
  powerDensity_nw_per_um2: 194
  p_leak_nw: 0.721
place:
  gp_congestion: 1.00
  dpl.hpwl_um: 3470
  post_dp_cell_area_um2: 1880
  io_buffer_count: 16
hold_path:
  hold_path_class: "reg2reg"
run_status:
  outcome: "complete, no violations"
## cell type report
type / count / area, µm²
repair buffers: 25 / 228
well taps: 67 / 83.8
flip-flops and latches: 14 / 282
multi-input cells: 185 / 1260
clock buffers: 3 / 41.3
inverters: 9 / 33.8
fillers: 499 / 2800
## worst max-delay path, cell delays in order (launching register included)
cell       delay, ns
dfxtp_2         0.42
ha_1            0.27
nand4_4         0.19
or4_4           0.66
nor2_1          0.32
xnor2_1         0.21
ha_1            0.21
inv_1           0.07
o2111ai_2       0.30
a21oi_4         0.17
or4_1           0.51
and3_1          0.20
o21ba_1         0.18
## kinds of logic (layout without fill, tap and decap cells)
kind of cell               count (synthesis)  after routing  share of synthesized area
adders and majority gates                  5              5                     0.0378
buffers and inverters                     26             37                     0.0741
and+or+nand+nor                           98             98                      0.345
DFF                                       14             14                      0.169
muxes                                      7              7                     0.0438
xor gates and xnor gates                  14             14                     0.0741
AOI/OAI and AO/OA                         61             61                      0.256
## what timing repair did
action,in CTS,in global routing
endpoints found under the hold margin,0,0
endpoints found under the setup margin,0,7
resized,0,2
## Yosys cell counts, types with 4 or more instances
cell type   n  share of area
nor2_1     27          0.061
dfxtp_1    14           0.17
nand2_1    14          0.032
nand3_1    12          0.036
a21oi_1    11          0.033
o21ai_0    10          0.030
inv_1       8          0.018
a211oi_1    7          0.032
clkbuf_1    7          0.016
xnor2_1     7          0.037
xor2_1      7          0.037
and3_1      5          0.019
buf_2       5          0.015
ha_1        5          0.038
mux2i_1     5          0.030
nand2b_1    4          0.015
nor2b_1     4          0.015
nor3_1      4          0.012
## path summary, 6_finish.rpt
check,slack (ns),cells after the start,to,startpoint
max,0.29,12,count[11]$_SDFFE_PP0P_,count[1]$_SDFFE_PP0P_
min,0.56,2,count[1]$_SDFFE_PP0P_,count[1]$_SDFFE_PP0P_
max reg2reg,0.29,12,count[11]$_SDFFE_PP0P_,count[1]$_SDFFE_PP0P_
min reg2reg,0.56,2,count[1]$_SDFFE_PP0P_,count[1]$_SDFFE_PP0P_
## power groups by stage
stage	clock (mW)	sequential [mW]	combinational, mW
5_1_grt	0.126	0.158	0.110
6_report	0.119	0.156	0.0989
4_1_cts	0.122	0.156	0.0988
## layer usage
metal | vias up | track usage | wire length, µm
met3 | 2 | 0.0126 | 214
met4 | 0 | 0.0159 | 35
met2 | 34 | 0.176 | 2210
li1 | 856 | - | -
met1 | 819 | 0.159 | 2200
met5 | - | 0 | 0
## metrics by stage
step           instances  power, mW  setup slack (ns)   util  hold slack [ns]
2_1_floorplan        225      0.223             0.755      -            0.529
3_3_place_gp         300      0.258             0.193  0.398            0.587
3_5_place_dp         300      0.257             0.167  0.398            0.608
4_1_cts              303      0.377             0.137  0.406            0.619
5_1_grt              303      0.394             0.106  0.408            0.603
6_report             303      0.374             0.288  0.408            0.557
Power is estimated from default activity; no workload was simulated.
