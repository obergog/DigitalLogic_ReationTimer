### design.v
module Clock_divider(input CLK, output div_CLK);
	parameter n = 1000;
	integer clock_count;
	reg new_clock;
	always@(posedge CLK)
	begin
		if(clock_count < (n/2))
			clock_count = clock_count + 1;
		else
		begin
			new_clock = ~new_clock;
			clock_count = 0;
		end
	end
	assign div_CLK = new_clock;
endmodule
### run.sh
#!/bin/bash
# OpenROAD 26Q1-2900-gdf79404cd8, Yosys 0.63+post, stock flow scripts
make -C /OpenROAD-flow-scripts/flow DESIGN_CONFIG=/design/flow/config.mk WORK_HOME=/design/flow/orfs finish
### config.mk
export PLATFORM = sky130hd
export DESIGN_NAME = Clock_divider
export DESIGN_NICKNAME = Clock_divider
export VERILOG_FILES = /design/flow/design.v
export SDC_FILE = /design/flow/constraint.sdc
export NUM_CORES = 4
export LEC_CHECK = 1
export CORE_AREA = 10 10 97 97
export DIE_AREA = 0 0 107 107
### constraint.sdc
current_design Clock_divider

set clk_period 6.0
set clk_io_pct 0.2

create_clock -name clk0 -period $clk_period [get_ports {CLK}]

set non_clock_inputs [all_inputs -no_clocks]
set_input_delay [expr $clk_period * $clk_io_pct] -clock clk0 $non_clock_inputs
set_output_delay [expr $clk_period * $clk_io_pct] -clock clk0 [all_outputs]
==> results_slide.txt <==
Key Metrics from the Run

Setup path
  – CP max stage delay: between 0.4 and 0.5 ns
  – CP arrival: approximately 1.1 ns
  – CP Data Required Time: about 4.8 ns
  – Worst setup path class: flop to output pin
  – Largest fanout on the critical path: 2
  – Worst Path Buf+Inv: 1
  – Element type at the critical path start: flop
  – CP Cell Sequence: clkdlybuf4s50_1
  – Crit. End Element: output pin
  – CP delay by family, top: buffers and inverters
  – Slowest cell on crit path: clkdlybuf4s50_1

Global routing
  – Largest net degree at the start of global routing: 21
  – First-pass GRT wire length: 5710 µm
  – Met2 Usage GRT: between 8 and 9%
  – Busiest layer in global routing: met2
  – All-Layer GR Usage: 5.81%
  – Gr ovfl total: 0
  – Vias in the first global route: between 1000 and 1500
  – GR Layer Usage met1: 8.41%
  – Initial antenna violation count: 0
  – M3 GR Usage: under 10%

Yosys
  – Asr flop ratio synth: 0%
  – Yosys cell types: 36
  – EDFF count, synth: 1
  – Post-synthesis register bit count: 33
  – Yosys Instances: 178
  – Syn avg cell area: just over 9 µm²
  – Area share, top type: slightly below 40%
  – Largest area contributor in the netlist: dfxtp_1
  – Synthesized instance count: ~180
  – Synth Seq Share: about two fifths
  – Mapped Area: between 1500 and 2000 µm²
  – Top FF cell, synth: dfxtp_1
  – Yosys warns: 1
  – Ranking of synthesized cells by area: dfxtp_1, a21oi_1, o31ai_1
  – Synthesis area per yosys: around 1600 µm²

Final timing
  – Final setup vio count: 0
  – Final hold vios: 0
  – Crit path time final: 2.29 ns
  – Setup Skew: just over 0.007 ns
  – Fin. max-slew vios: 0
  – Cycle use final: 38.2%
  – Post-route setup TNS: 0 ns
  – Worst-Margin Slew: 0.576 ns
  – Max-slew headroom: roughly three fifths
  – RSZ-0062 raised after global routing: false
  – Achievable Freq: around 440 MHz

CTS
  – Clk ins delay skew pair: 0.28 ns
  – Post-cts sizing count: 0
  – CTS Root Cell: clkbuf_8
  – CTS tree: yes
  – CTS Hold Buffers Added: 0
  – Max clock buf depth: 2
  – Setup Buffers After CTS: 0
  – Clock transition at path regs: 0.06 ns
  – H-tree lvl count: 2
  – CTS buffer count: 5
  – Clock sink count: 33

Final layout
  – # fillers: just over 800
  – Share of cells above drive strength 1: roughly 8.4%
  – Layout Utilization: between 20% and 30%
  – MI comb area: around 900 µm²
  – Area growth, synth to finish: 9.13%
  – Reg area: 671 µm²

Place
  – Final HPWL DP: between 2000 and 2500 µm
  – # port buffers: 1
  – RD Place Congestion: around 0.79

Pwr
  – Clock power frac: between 40% and 50%
  – Switching power of the nets: roughly 0.000076 W
  – Peak VDD IR: between 0.1 and 0.15 mV
  – Leak: 0.696 nW
  – Internal: ~0.00030 W
  – Pwr dens: 211 nW/µm²
  – Flop pwr share: between 50% and 60%
  – Gate power share: 0%
  – Sw Ratio: about a fifth

Routing
  – Initial DRC Count: 81
  – Routed WL per cell: around 12 µm
  – Router iterations before antenna repair: 4
  – DRC viols: 0
  – DRT Wirelength: approximately 3200 µm
  – DR vias/cell: 4.61
  – Final ANT Viol Nets: 0
  – Diode count: 0
  – Vias: around 1300

Floorplan
  – Die W: ~110 µm
  – Site Rows: 31
  – Die footprint: 11400 µm²
  – Ports: 2
  – Core Area: between 7000 and 8000 µm²
  – Die Ht: 107 µm
  – FP Core Util: a little under a quarter

Run status
  – Outcome: finished, final reports clean

Job
  – Tool warnings: 25
  – MaxCap Viol Count: 0

Hold path
  – Worst Hold Class: flop to flop
Yosys cell counts (2+ instances only):
master,n
or3_1,7
a41oi_1,2
nor4_1,7
a21oi_1,15
dfxtp_1,32
and3_1,3
nand3_4,2
and4_1,5
nor3_1,3
buf_2,5
o21ai_0,7
inv_1,3
nand4_4,2
or4_1,8
nor2_1,13
o31ai_1,9
xnor2_1,5
xor2_1,7
and2_1,3
nand3_1,9
nand2_1,9
nand4_1,8
cells by family (layout without fill, tap and decap cells):
logic type / after synthesis / in the layout / share of synthesized area, %
AND/OR/NAND/NOR: 83 / 83 / 32.9
AND-OR/OR-AND: 37 / 37 / 13.7
adder cells (fa/ha/maj): 1 / 1 / 0.761
flip-flops: 33 / 33 / 40.8
XOR/XNOR: 12 / 12 / 6.39
buffers and inverters: 12 / 13 / 5.48
flip-flops by register name, indices dropped and copies added, names as in the netlist:
register,flops
clock_count,32
new_clock,1
power by group through the flow:
stage	registers, W	clock network [W]	logic [W]
CTS	0.000220	0.000162	0.000000000387
global route	0.000220	0.000171	0.000000000387
finish	0.000220	0.000158	0.000000000387
routing by layer:
metal,part of all wire (%),up-vias
li1,-,670
met1,55,592
met2,40,15
met3,3.3,5
met4,1.1,0
met5,0,-
worst paths after layout:
path | endpoint | startpoint | cells past startpoint | slack [ns]
hold reg to reg | clock_count[0]$_SDFF_PN0_ | clock_count[0]$_SDFF_PN0_ | 1 | 0.46
setup reg to reg | clock_count[10]$_SDFF_PN0_ | clock_count[4]$_SDFF_PN0_ | 5 | 3.73
hold / removal | clock_count[0]$_SDFF_PN0_ | clock_count[0]$_SDFF_PN0_ | 1 | 0.46
setup / recovery | div_CLK | new_clock$_DFFE_PN_ | 1 | 3.71
area by class of cell:
type / instances / share of cell area, %
Clock buffer: 8 / 4.46
Inverter: 3 / 0.628
Multi-Input combinational cell: 133 / 49.7
Sequential cell: 33 / 37.4
Tap cell: 99 / 6.90
Timing Repair Buffer: 2 / 0.976
metrics by stage:
| step | hold slack [ns] | setup slack [ns] | cell area [µm²] | instances | total power (W) |
|---|---|---|---|---|---|
| after CTS | 0.463 | 3.68 | 1790 | 278 | 0.000382 |
| after global placement | 0.460 | 3.78 | 1710 | 270 | 0.000225 |
| after floorplan | 0.426 | 4.33 | 1640 | 178 | 0.000225 |
| after global routing | 0.503 | 3.51 | 1790 | 278 | 0.000390 |
| after detailed placement | 0.450 | 3.76 | 1710 | 270 | 0.000225 |
| final | 0.457 | 3.71 | 1790 | 278 | 0.000378 |
cells in the final DEF, fill, tap and decap left out, drive strengths merged, types with 3 or more instances in the layout:
master / instances
o21ai: 7
nand3: 11
nor2: 13
xnor2: 5
and2: 3
clkbuf: 8
dfxtp: 32
and4: 5
nor4: 7
nand2: 9
xor2: 7
nor3: 3
or3: 7
inv: 3
and3: 4
a21oi: 16
nand4: 11
or4: 9
o31ai: 9
No activity file was given, so power comes from the tool's default toggle rates.
